===== design/flow/config.mk =====
export PLATFORM = sky130hd
export DESIGN_NAME = nco
export DESIGN_NICKNAME = nco
export VERILOG_FILES = /design/flow/design.v
export SDC_FILE = /design/flow/constraint.sdc
export NUM_CORES = 4
export LEC_CHECK = 1
export CORE_UTILIZATION = 30

===== design/flow/constraint.sdc =====
current_design nco

set clk_period 7.1
set clk_io_pct 0.2

create_clock -name clk0 -period $clk_period [get_ports {clk}]

set non_clock_inputs [all_inputs -no_clocks]
set_input_delay [expr $clk_period * $clk_io_pct] -clock clk0 $non_clock_inputs
set_output_delay [expr $clk_period * $clk_io_pct] -clock clk0 [all_outputs]

===== design/flow/design.v =====
module nco (
  clk,
  reset,
  phase_inc,
  sine_out,
  cosine_out
  );
  parameter PI = 3.14159265358979323846;
  input clk;
  input reset;
  input [7:0] phase_inc;
  output [7:0] sine_out;
  output [7:0] cosine_out;
  reg [7:0] phase;
  always @(posedge clk) begin
      if (reset)
          phase <= 0;
      else if (!reset)
          phase <= phase + phase_inc;
  	else
          phase <= 8'bz;
  end
  reg [7:0] sine_lookup [255:0];
  reg [7:0] cosine_lookup [255:0];
  integer i;
  initial begin
      for (i = 0; i < 256; i = i + 1) begin
          sine_lookup[i] = 127 * $sin(2 * PI * i / 256);
          cosine_lookup[i] = 127 * $cos(2 * PI * i / 256);
      end
  end
  assign sine_out = sine_lookup[phase[7:0]];
  assign cosine_out = cosine_lookup[phase[7:0]];
endmodule

===== design/flow/run.sh =====
#!/bin/bash
# OpenROAD 26Q1-2900-gdf79404cd8, Yosys 0.63+post, stock flow scripts
make -C /OpenROAD-flow-scripts/flow DESIGN_CONFIG=/design/flow/config.mk WORK_HOME=/design/flow/orfs finish

==> impl_metrics.yaml <==
# flow metrics
yosys:
  synth.top_cell.area_share_pct: 13.9
  yosysChipArea_mm2: 0.00346
  ys_async_sr_fraction_pct: 0
  synth_cell_types: 66
  flop_cell: "dfxtp_1"
  ys_cells: 502
  top_cells_by_area: "dfxtp_1 14%, a21oi_1 6.5%, ha_1 6.5%"
  edf_count: 0
  synth_area_mm2: 0.00346
  synth_flops: 24
  synthCells: 502
  avgSynthCellArea_um2: 6.89
  yosysTopAreaCell: "dfxtp_1"
  ys_seq_share_pct: 13.9
  yosysWarnings: 514
clocking:
  path_clk_slew_ns: 0.07
  clk_latency_ns: 0.26
  cts_max_path_buffers: 2
  htree_levels: 1
  cts_made_buffers: 3
  holdBufCountCts: 0
  cts_resized: 0
  cts_setup_buffers: 0
  cts.sinks: 24
  cts_tree: "yes"
  cts-root-buf: "clkbuf_16"
route:
  post_drt_wl_per_cell_um: 21.8
  vias: 4205
  drt_iter0_markers: 395
  num_antenna_cells: 0
  dr.pass1.iters: 5
  viasPerCell: 6.66
  post-route-drc-count: 0
  ant_nets: 0
  wl_um: 13800
layout:
  ff_latch_area_um2: 480
  area_growth_pct: 11.7
  logic_area_mm2: 0.00268
  num-fill-cells: 1193
  mostFrequentLayoutCell: "a21oi_1"
  layout_top_cells: "45 x a21oi_1, 39 x nand2_1, 37 x o21ai_0, 29 x nor2_1, 27 x nor3_1"
  drive_gt1_share_pct: 6.52
hold_path:
  hold_path_end: "sine_out[3]$_DFF_P_"
  holdCritPathClass: "register to register"
  worstHoldStart: "phase[6]$_SDFF_PP0_"
  hold_path_depth: 4
pwr:
  seqPwrFrac_pct: 13.6
  switching_power_uw: 802
  combPwrFrac_pct: 75.7
  p_sw_share_pct: 51.6
  vdd_drop_max_mv: 0.211
  p_clk_share_pct: 10.7
  internal-power_uw: 754
  p_per_area_mw_per_mm2: 403
  p_leak_nw: 1.47
job:
  cap_violations: 0
  warnings: 34
run_status:
  outcome: "finished clean"
placed_design:
  gp_congestion: 0.963
  port_buffers: 25
  post-dp-hpwl_um: 9090
worst_setup_path:
  slowest_delay_ns: 1.03
  r2r_end: "sine_out[3]$_DFF_P_"
  cp_cell_sequence: "clkdlybuf4s50_1, ha_1, fa_1, nor2b_1, inv_1, ha_1, o21ai_0, nor2_1, o32a_1, o22ai_1, o21ai_0, a211oi_1"
  worstPathMaxFanout: 22
  cp.required_ns: 7.28
  reg2reg_depth: 11
  cp_slowest_cell: "fa_1"
  r2r_slack_ns: 2.50
  startpoint_type: "input pin"
  critPathKind: "input pin to register"
  path_buffers: 2
  r2r_start: "phase[0]$_SDFF_PP0_"
  arrival_ns: 6.08
  path_delay_family: "adder cells"
  cp-end-kind: "register"
timing:
  fmax_mhz: 169
  hold_violations: 0
  rsz0062_at_grt: "false"
  drv_slew: 0
  holdWs_ns: 1.09
  min_period_ns: 5.90
  max_slew.worst_pin.slew_ns: 0.964
  period_used_pct: 83.2
  clock_skew_ns: 0.00461
  relSlewSlack_pct: 35.0
  setup_viol: 0
  finalSetupTns_ns: 0
die:
  core_mm2: 0.0110
  dieHeight_um: 109
  initial_core_util_pct: 31.4
  rows: 38
  die_w_um: 109
  die_area_mm2: 0.0120
  io_pins: 26
grt:
  grt_max_degree: 31
  grt_pass1_wl_um: 21700
  gr-total-overflow: 0
  antenna_found_initial: 0
  grt_use_total_pct: 23.9
  grt_pass1_vias: 3783
[per-stage QoR]
stage | cell area, um^2 | utilization, % | worst slack [ns] | cells | power (mW)
floorplan | 3460 | - | 2.73 | 502 | 1.01
finish | 3860 | 35.0 | 1.20 | 631 | 1.56
CTS | 3860 | 35.0 | 1.33 | 631 | 1.53
detailed placement | 3760 | 34.1 | 1.05 | 627 | 1.36
global placement | 3760 | 34.1 | 1.24 | 627 | 1.36
global route | 3860 | 35.0 | 0.943 | 631 | 1.67
[sequential cells by signal, summed over array words and instances (netlist names)]
register,count
cosine_out,8
sine_out,8
phase,8
[worst max-delay path by stage]
| stage | start | endpoint | slack, ns | cells after the start |
|---|---|---|---|---|
| after CTS | phase_inc[0] | sine_out[3]$_DFF_P_ | 1.33 | 12 |
| after global routing | phase_inc[0] | sine_out[3]$_DFF_P_ | 0.94 | 12 |
| final | phase_inc[0] | sine_out[3]$_DFF_P_ | 1.20 | 12 |
[tightest hold or removal path: cells and delay by family, from the launching register on]
family          cells  cell delay [ns]
compound gates      2             0.37
xor+xnor            1             0.17
fa+ha+maj           1             0.19
flops               1             0.31
[power groups by stage]
stage | logic (mW) | registers [mW] | clock network, mW
finish | 1.18 | 0.211 | 0.167
global route | 1.27 | 0.217 | 0.176
CTS | 1.15 | 0.213 | 0.169
[cell families (layout without fill, tap and decap cells)]
family,after synthesis,after routing,synth area share (%)
adders and majority gates,19,19,7.09
DFF,24,24,13.9
muxes,12,12,3.62
xor gates and xnor gates,8,8,2.03
and+or+nand+nor,157,157,22.2
AOI/OAI and AO/OA,210,210,42.2
buffers and inverters,72,61,8.97
[cells in the mapped netlist (all sizes together) (6+ instances only)]
master and instances:
nor3 28, a22oi 6, or3 6, nor2 29, a21o 8, a211oi 17, inv 17, mux2i 8
buf 23, o31ai 6, a21oi 45, nand2 40, clkbuf 31, o22ai 10, nor4 8, ha 18
a31oi 10, o211ai 10, o21ai 39, dfxtp 24, and3 9, nand3 16
[layer usage]
| metal | vias up | share of wire [%] | track usage, % |
|---|---|---|---|
| met4 | 0 | 4.2 | 8.48 |
| met3 | 54 | 9.1 | 3.44 |
| met5 | - | 0 | 0 |
| li1 | 1919 | - | - |
| met2 | 269 | 44 | 36.2 |
| met1 | 1963 | 43 | 34.8 |
[cell type report]
type	instances	area share [%]
Inverter	18	1.75
Multi-Input combinational cell	406	69.4
Clock buffer	3	1.94
Sequential cell	24	12.4
Tap cell	140	4.53
Clock inverter	1	0.777
Timing Repair Buffer	39	9.19
Power is estimated from default activity; no workload was simulated.
