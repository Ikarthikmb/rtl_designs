==> design/flow/design.v <==
module rv_data_memory (
    input clk,
    input [31:0] address, write_data,
    input mem_read, mem_write,
    output [31:0] read_data
);
    reg [31:0] mem [0:255];  
    always @(posedge clk) begin
        if (mem_write)
            mem[address >> 2] <= write_data;
    end
    assign read_data = (mem_read) ? mem[address >> 2] : 32'b0;
endmodule
==> design/flow/run.sh <==
#!/bin/bash
# OpenROAD 26Q1-2900-gdf79404cd8, Yosys 0.63+post, stock flow scripts
make -C /OpenROAD-flow-scripts/flow DESIGN_CONFIG=/design/flow/config.mk WORK_HOME=/design/flow/orfs finish
==> design/flow/config.mk <==
export PLATFORM = sky130hd
export DESIGN_NAME = rv_data_memory
export DESIGN_NICKNAME = rv_data_memory
export VERILOG_FILES = /design/flow/design.v
export SDC_FILE = /design/flow/constraint.sdc
export NUM_CORES = 4
export LEC_CHECK = 1
export CORE_UTILIZATION = 50
export SYNTH_MEMORY_MAX_BITS = 65536
==> design/flow/constraint.sdc <==
current_design rv_data_memory

set clk_period 56.5
set clk_io_pct 0.2

create_clock -name clk0 -period $clk_period [get_ports {clk}]

set non_clock_inputs [all_inputs -no_clocks]
set_input_delay [expr $clk_period * $clk_io_pct] -clock clk0 $non_clock_inputs
set_output_delay [expr $clk_period * $clk_io_pct] -clock clk0 [all_outputs]
==> impl_metrics.yaml <==
# flow metrics
synth:
  ys_async_sr_fraction: 0
  synth_area_sq_mm: 0.314
  synth-seq-cells: 8192
  postSynthAreaPerCell_sq_um: 20.5
  enable_flop_cells: 8192
  ys_warn_count: 1
  synthDistinctLibCells: 56
  ys_chip_area_sq_mm: 0.314
  synthCells: 15303
  yosysCellCount: 15303
  postSynthSeqShare: 0.783
  ff_type: "edfxtp_1"
sta:
  fin_ws_ns: 24.54
  slew_headroom: 0.200
  fin_setup_tns_ns: 0
  max_freq_mhz: 31.3
  setup_viol: 0
  tightest_slew_ns: 1.20
  finalCritPeriodShare: 0.566
  min_period_ns: 31.96
  slew_violations: 0
  rsz0062_at_grt: "false"
  hold_viol: 0
layout:
  lay_top_count: "edfxtp_1"
  flop_area_sq_mm: 0.246
  largest-register: "mem"
  n_fill_cell: 45422
  largest_reg_flops: 8192
  logic_area_sq_mm: 0.0658
  reg_top3: "mem (8192)"
  drive_above_1_share: 0.225
  area_growth_syn_to_layout_pct: 12.9
  lay_top_cells: "edfxtp_1, mux2i_1, mux4_2, clkbuf_16, buf_4"
routing:
  drtIter0Drc: 10410
  wire_per_inst_um: 35.0
  vias: 155928
  dr.pass1.iters: 5
  wl_mm: 881
  drc_errors: 0
  drtAntennaViolNets: 0
  vias_per_cell: 6.20
grt:
  antenna_found_initial: 47
  grt_overflow: 0
  first_global_vias: 166433
  grt_max_degree: 100
  track_usage: 0.316
  grt_first_pass_wirelength_mm: 1240
die:
  rows: 290
  core_area_sq_mm: 0.625
  io_pins: 99
  fp_util: 0.503
  dieArea_sq_mm: 0.631
  die_y_um: 795
  fp.dieW_um: 795
critical_path:
  slowest_stage: "nor4_1"
  path_buffers: 14
  startpoint_type: "input pin"
  cp-end-kind: "output port"
  cp_top_family: "buffers and inverters"
  critPathMaxStageDelay_ns: 0.91
  crit_chain: "buf_16 -> buf_4 -> buf_4 -> buf_4 -> buf_4 -> buf_4 -> buf_12 -> buf_4 -> buf_4 -> buf_4 -> buf_4 -> mux2i_1 -> o22ai_1 -> nor4_1 -> buf_4 -> nand4_1 -> a21oi_1 -> a2111oi_1 -> buf_4 -> clkdlybuf4s50_1"
  arrival_ns: 20.66
  crit_fanout: 81
  crit_type: "in2out"
  crit_top_cell: "buf_4"
  cp.required_ns: 45.20
power_and_ir_drop:
  p_leak_nw: 112
  powerDensity_mw_per_mm2: 34.9
  irDropWorstVdd_mv: 0.0362
cts:
  cts-htree-levels: 6
  cts_tree: "built"
  clock_sinks: 8192
  hold_buffers: 0
  clk_path_buf_depth: 4
  clk_pin_slew_ns: 0.06
  postCtsSetupBuffers: 0
  cts_root_buf: "clkbuf_16"
  cts-resized-gates: 0
  cts-buffers-inserted: 815
placement:
  dpl.hpwl_mm: 507
  gp_congestion: 0.894
  io_buffer_count: 74
  post-place-ws_ns: 24.43
worst_hold_path:
  hp-class: "in2reg"
job:
  drv_cap: 0
  warning_count: 50
run_status:
  status: "complete, no violations"
-- report_power, final --
part           switching, mW  internal (mW)
combinational          0.421          0.183
sequential           0.00255           6.70
clock                   2.24           2.85
total                   2.66           9.73
-- per-stage QoR --
step | hold slack, ns | instance area (sq um) | power [mW] | utilization | cells
after floorplan | 11.40 | 314000 | 7.11 | - | 15303
after global placement | 11.70 | 330000 | 7.43 | 0.528 | 23612
after detailed placement | 11.70 | 330000 | 7.43 | 0.528 | 23612
after CTS | 10.45 | 355000 | 12.5 | 0.567 | 25092
after global routing | 10.52 | 355000 | 12.7 | 0.568 | 25110
final | 10.53 | 355000 | 12.4 | 0.568 | 25141
-- cells by family (layout without fill, tap and decap cells) --
family          count (synthesis)  in the layout  share of synthesized area
simple gates                 1387           1387                     0.0222
other cells                     0             49                          0
mux                          2920           2920                      0.140
buf+inv                       927           2394                     0.0151
compound gates               1877           1877                     0.0393
flops                        8192           8192                      0.783
-- path summary, 6_finish.rpt --
path                            from                      to  slack (ns)  cells past startpoint
worst max-delay path      address[3]           read_data[24]       24.54                     20
worst min-delay path  write_data[25]  mem[203][25]$_DFFE_PP_       10.53                      1
-- synthesized netlist by cell type, types with 54 or more instances --
library cell / number / area (sq um)
nand2_1: 167 / 627
buf_1: 60 / 225
buf_2: 325 / 1630
nor4_1: 82 / 513
mux2_2: 348 / 3920
a221oi_1: 126 / 1100
edfxtp_1: 8192 / 246000
buf_6: 54 / 608
mux4_2: 1154 / 26000
nand3_1: 181 / 906
clkbuf_1: 378 / 1420
buf_4: 98 / 736
a211oi_1: 181 / 1360
nor2b_1: 192 / 1200
a2111oi_0: 155 / 1360
o221ai_1: 62 / 543
a22oi_1: 70 / 526
nand4_1: 135 / 845
o22ai_1: 416 / 2600
mux2i_1: 1418 / 14200
a21oi_1: 383 / 1920
o21ai_0: 349 / 1750
nor2_1: 480 / 1800
-- layer usage --
metal / wire [um] / vias to the layer above / global-route usage
met1: 263000 / 78134 / 0.391
met2: 400000 / 10542 / 0.429
met5: 2690 / - / 0.0315
met4: 36200 / 61 / 0.0990
met3: 179000 / 1516 / 0.273
li1: - / 65675 / -
-- area by class of cell --
| cell class | instances | area share |
|---|---|---|
| Antenna cell | 49 | 0.000346 |
| Inverter | 3 | 0.0000529 |
| Tap cell | 8322 | 0.0294 |
| Clock inverter | 437 | 0.00956 |
| Multi-Input combinational cell | 6184 | 0.186 |
| Timing Repair Buffer | 911 | 0.0210 |
| Clock buffer | 1043 | 0.0606 |
| Sequential cell | 8192 | 0.694 |
Power is estimated from default activity; no workload was simulated.
