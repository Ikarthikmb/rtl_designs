--- flow/config.mk ---
export PLATFORM = sky130hd
export DESIGN_NAME = rv_reg_file
export DESIGN_NICKNAME = rv_reg_file
export VERILOG_FILES = /design/flow/design.v
export SDC_FILE = /design/flow/constraint.sdc
export NUM_CORES = 4
export LEC_CHECK = 1
export CORE_UTILIZATION = 30
--- flow/constraint.sdc ---
current_design rv_reg_file

set clk_period 4.0
set clk_io_pct 0.2

create_clock -name clk0 -period $clk_period [get_ports {clk}]

set non_clock_inputs [all_inputs -no_clocks]
set_input_delay [expr $clk_period * $clk_io_pct] -clock clk0 $non_clock_inputs
set_output_delay [expr $clk_period * $clk_io_pct] -clock clk0 [all_outputs]
--- flow/design.v ---
module rv_reg_file(
	input clk,
	input [4:0] read_reg1_i, read_reg2_i, write_reg_i, 
	input [31:0] write_data_i,
	input reg_write_i,
	output [31:0] read_data1_o, read_data2_o
);
	reg [31:0] registers [0:31];
	integer i;
	initial begin
		registers[0] = 32'b0;   
		registers[1] = 32'b0;
		registers[2] = 32'b0;
		registers[3] = 32'b0;
		registers[4] = 32'b0;
		registers[5] = 32'b0;
		registers[6] = 32'b0;
		registers[7] = 32'b0;
		registers[8] = 32'b0;
		registers[9] = 32'b0;
		registers[10] = 32'b0;
		registers[11] = 32'b0;
		registers[12] = 32'b0;
		registers[13] = 32'b0;
		registers[14] = 32'b0;
		registers[15] = 32'b0;
		registers[16] = 32'b0;
		registers[17] = 32'b0;
		registers[18] = 32'b0;
		registers[19] = 32'b0;
		registers[20] = 32'b0;
		registers[21] = 32'b0;
		registers[22] = 32'b0;
		registers[23] = 32'b0;
		registers[24] = 32'b0;
		registers[25] = 32'b0;
		registers[26] = 32'b0;
		registers[27] = 32'b0;
		registers[28] = 32'b0;
		registers[29] = 32'b0;
		registers[30] = 32'b0;
		registers[31] = 32'b0;
	end
	assign read_data1_o = registers[read_reg1_i];
	assign read_data2_o = registers[read_reg2_i];
	always @(posedge clk) begin
		if (reg_write_i && write_reg_i != 5'b0)
			registers[write_reg_i] <= write_reg_i;
	end
endmodule
--- flow/run.sh ---
#!/bin/bash
# OpenROAD 26Q1-2900-gdf79404cd8, Yosys 0.63+post, stock flow scripts
make -C /OpenROAD-flow-scripts/flow DESIGN_CONFIG=/design/flow/config.mk WORK_HOME=/design/flow/orfs finish
==> metrics.yaml <==
logic_synthesis:
  synth.avg_cell_area_um2: 20.1
  syn_inst: 392
  top_cells_by_count: "edfxtp_1, mux4_2, buf_4"
  async_reset_ff_share_pct: 0
  ys_ff: 160
  yosys_warnings: 1
  yosysCellCount: 392
  synthDistinctLibCells: 14
  yosysChipArea_um2: 7880
  flop_cell: "edfxtp_1"
  yosys.area.top_type: "edfxtp_1"
  synth_seq_share_pct: 60.9
  area_leaders: "edfxtp_1, mux4_2, buf_4"
  edf_count: 160
  netlist_area_um2: 7880
  synthDominantCellAreaShare_pct: 60.9
  yosysMostFrequentCell: "edfxtp_1"
power_and_ir_drop:
  intPower_mw: 3.10
  swShare_pct: 20.5
  vdd_ir_drop_max_uv: 217
  powerDensity_nw_per_um2: 431
  p_sw_uw: 798
  seq_power_share_pct: 48.2
  p_leak_nw: 2.87
  clkPwrFrac_pct: 43.0
  comb_power_share_pct: 8.8
cells_and_area:
  regMostFlops: "registers"
  fin_area_um2: 9060
  top_regs: "registers x160"
  largest_reg_flops: 160
  drive_above_1_share_pct: 36.0
  finalNonFillerCells: 780
  syn_to_final_growth_pct: 14.9
grt:
  grt_max_degree: 41
  grt_pass1_wl_mm: 25.7
  grt_remaining_overflow: 0
  grt_usage_pct: 14.1
  antenna_found_initial: 0
  grt_pass1_vias: 4297
timing:
  period_used_pct: 96.1
  fin_crit_ns: 3.84
  slew_headroom_pct: 47.0
  setup_viol: 0
  rsz0062_at_grt: "false"
  tightest_slew_ns: 0.792
  setup_tns_ns: 0
  final-hold-violation-count: 0
  max_freq_ghz: 0.260
  drv_slew: 0
clock_network:
  cts_max_level: 4
  numClockSinks: 160
  post_cts_resized: 0
  post_cts_buffers: 0
  clock-root-buffer: "clkbuf_16"
  cts_tree: "done"
  numCtsBuffers: 17
  clock_path_buffers: 2
  holdBufCountCts: 0
  clk_pin_slew_ns: 0.06
die:
  rows: 58
  fp.coreArea_um2: 25500
  dieArea_um2: 26900
  fp.dieH_um: 164
  chipWidth_um: 164
  top_level_ports: 113
  fp-utilization_pct: 31.0
place:
  gp_congestion: 0.885
  dp_hpwl_mm: 12.3
  io_buffer_count: 26
  numPlacedInstances: 748
  placed_area_um2: 8440
min_path:
  hp-start: "write_reg_i[4]"
  hold_path_class: "primary input to register"
  min_to: "registers[11][4]"
  whs_path_depth: 1
flow_run:
  drv_cap: 0
  warnings: 57
critical_path:
  worstSetupStartpointType: "primary input"
  endpoint_kind: "output port"
  crit_fanout: 32
  critPathRequiredTime_ns: 3.20
  cp.arrival_ns: 3.04
  path_class: "primary input to output port"
routing:
  vias: 3938
  avgViaCountPerCell: 5.05
  route.detailed.drc: 0
  ant_nets: 0
  dr.pass1.iters: 4
  route.detailed.wl_per_inst_um: 22.1
  dr.first_iter.drc_count: 362
  routed_wl_mm: 17.2
  antenna_cells: 0
run_status:
  status: "finished clean"
[logic make-up (layout without fill, tap and decap cells)]
family / count (synthesis) / in the layout / share of synthesized area, %
flops: 160 / 160 / 60.9
mux: 110 / 110 / 30.0
buf+inv: 77 / 77 / 6.43
simple gates: 44 / 44 / 2.59
other cells: 1 / 59 / 0.0476
[per-stage QoR]
stage	power [mW]	hold slack (ns)	setup WS [ns]	util [%]
6_report	3.90	1.38	0.156	35.6
5_1_grt	4.02	1.40	0.0807	35.6
4_1_cts	3.94	1.37	0.126	35.6
3_5_place_dp	2.26	1.80	0.128	33.1
3_3_place_gp	2.26	1.76	0.126	33.1
2_1_floorplan	2.14	0.899	0.775	-
[power groups by stage]
stage                 Sequential [mW]  Clock, mW  Combinational, mW
final                            1.88       1.68              0.344
after CTS                        1.88       1.71              0.350
after global routing             1.88       1.77              0.370
[critical path, cell delays in order]
cell and delay (ns):
buf_2 0.12, buf_12 0.26, mux4_2 0.57, mux4_2 0.54, mux2_2 0.30, clkdlybuf4s50_1 0.41
[cell type report]
class                           count  area (µm²)
Sequential cell                   160        4800
Timing Repair Buffer               45         433
Tap cell                          330         413
Clock buffer                       20         437
Multi-Input combinational cell    213        2790
Fill cell                        2280       16400
Clock inverter                     12         183
[placed cells by master (no fill, tap or decap), drive strengths merged]
master,Yosys,routed
clkinvlp,0,3
mux4,100,100
nor2,32,32
or3,1,1
clkinv,0,3
buf,66,23
nand3b,5,5
conb,1,59
nand2,1,1
bufinv,0,4
clkdlybuf4s50,0,22
clkbuf,11,20
inv,0,2
edfxtp,160,160
mux2,10,10
or3b,3,3
nand3,2,2
[worst max-delay path by stage]
stage            endpoint            from  cells after the start
4_1_cts   read_data2_o[0]  read_reg2_i[0]                      6
5_1_grt   read_data2_o[1]  read_reg2_i[0]                      6
6_report  read_data2_o[1]  read_reg2_i[0]                      6
[per-layer routing]
| metal | wire length, µm | part of all wire [%] | GRT usage (%) |
|---|---|---|---|
| met5 | 0 | 0 | 0 |
| met4 | 255 | 1.5 | 2.44 |
| met3 | 2060 | 12 | 8.32 |
| met2 | 8800 | 51 | 22.7 |
| met1 | 6110 | 35 | 17.0 |
Power figures rest on the tool's default switching activity, not on a simulated workload.
